### /design/flow/design.v
module CLA32bit (i_a, i_b, i_cin, o_sum, o_cout);
 input i_cin;
 input [31:0] i_a, i_b;
 output [31:0] o_sum;
 output o_cout;
 wire ins_cla0_O_cout, ins_cla1_O_cout, ins_cla2_O_cout, ins_cla3_O_cout;
 wire ins_cla4_O_cout, ins_cla5_O_cout, ins_cla6_O_cout;
 CLA4bit ins_cla0 (.i_a(i_a[3:0]), .i_b(i_b[3:0]), .i_cin(i_cin), .o_sum(o_sum[3:0]), .o_cout(ins_cla0_O_cout));
 CLA4bit ins_cla1 (.i_a(i_a[7:4]), .i_b(i_b[7:4]), .i_cin(ins_cla0_O_cout), .o_sum(o_sum[7:4]), .o_cout(ins_cla1_O_cout));
 CLA4bit ins_cla2 (.i_a(i_a[11:8]), .i_b(i_b[11:8]), .i_cin(ins_cla1_O_cout), .o_sum(o_sum[11:8]), .o_cout(ins_cla2_O_cout));
 CLA4bit ins_cla3 (.i_a(i_a[15:12]), .i_b(i_b[15:12]), .i_cin(ins_cla2_O_cout), .o_sum(o_sum[15:12]), .o_cout(ins_cla3_O_cout));
 CLA4bit ins_cla4 (.i_a(i_a[19:16]), .i_b(i_b[19:16]), .i_cin(ins_cla3_O_cout), .o_sum(o_sum[19:16]), .o_cout(ins_cla4_O_cout));
 CLA4bit ins_cla5 (.i_a(i_a[23:20]), .i_b(i_b[23:20]), .i_cin(ins_cla4_O_cout), .o_sum(o_sum[23:20]), .o_cout(ins_cla5_O_cout));
 CLA4bit ins_cla6 (.i_a(i_a[27:24]), .i_b(i_b[27:24]), .i_cin(ins_cla5_O_cout), .o_sum(o_sum[27:24]), .o_cout(ins_cla6_O_cout));
 CLA4bit ins_cla7 (.i_a(i_a[31:28]), .i_b(i_b[31:28]), .i_cin(ins_cla6_O_cout), .o_sum(o_sum[31:28]), .o_cout(o_cout));
endmodule
module CLA4bit (i_a, i_b, i_cin, o_sum, o_cout);
 input i_cin;
 input [3:0] i_a, i_b;
 output o_cout;
 output [3:0] o_sum;
 wire [3:0] p, g;
 wire [3:1] c;
 assign p = i_a ^ i_b;
 assign g = i_a & i_b;
 assign c[1] = g[0] | (p[0] & i_cin);
 assign c[2] = g[1] | (p[1] & g[0]) | (p[1] & p[0] & i_cin);
 assign c[3] = g[2] | (p[2] & g[1]) | (p[2] & p[1] & g[0]) | (p[2] & p[1] & p[0] & i_cin);
 assign o_cout = g[3] | (p[3] & c[3]);
 assign o_sum = p ^ {c[3:1], i_cin};
endmodule
module LSU (i_clk, i_reset, i_funct3, i_lsu_addr, i_st_data, i_lsu_wren, o_ld_data, o_io_ledr, o_io_ledg, 
				o_io_hex0, o_io_hex1, o_io_hex2, o_io_hex3, o_io_hex4, o_io_hex5, o_io_hex6, o_io_hex7,
				o_io_lcd, i_io_sw);
 input i_clk, i_reset, i_lsu_wren;
 input [2:0] i_funct3;
 input [31:0] i_lsu_addr;
 input [31:0] i_st_data;
 input [31:0] i_io_sw;
 output reg [31:0] o_ld_data;
 output reg [31:0] o_io_ledr, o_io_ledg, o_io_lcd;
 output [6:0] o_io_hex0, o_io_hex1, o_io_hex2, o_io_hex3, o_io_hex4, o_io_hex5, o_io_hex6, o_io_hex7;
 localparam MEM_SIZE = 512;
 localparam LB = 3'b000;
 localparam LH = 3'b001;
 localparam LW = 3'b010;
 localparam LBU = 3'b100;
 localparam LHU = 3'b101;
 localparam SB = 3'b000;
 localparam SH = 3'b001;
 localparam SW = 3'b010;
 wire [31:0] ins_storeunit_o_data_1;
 wire [3:0] ins_storeunit_o_mask_1;
 wire [31:0] ins_cla_sum;
 wire ins_cla_cout;
 wire [31:0] ins_loadunit_o_data;
 wire ins_storeunit_trap;
 reg [31:0] data1_r, data2_r;
 (* ramstyle = "M20K" *) reg [31:0] mem [0:MEM_SIZE-1];
 CLA32bit ins_cla (.i_a(i_lsu_addr), .i_b(1), .i_cin(0), .o_sum(ins_cla_sum), .o_cout(ins_cla_cout));
 LoadUnit ins_loadunit (.i_data1(data1_r), .i_data2(data2_r), .i_funct3(i_funct3), .i_lsu_addr(i_lsu_addr[1:0]), .o_data(ins_loadunit_o_data));
 StoreUnit ins_storeunit (.i_clk(i_clk), .i_funct3(i_funct3), .i_lsu_addr(i_lsu_addr[1:0]), .i_data(i_st_data), .o_data_1(ins_storeunit_o_data_1), .o_mask_1(ins_storeunit_o_mask_1), .o_trap(ins_storeunit_trap));
 always @(*) begin
     data1_r = mem[i_lsu_addr[11:0]];
     data2_r = mem[ins_cla_sum[11:0]];
 end
 always @(*) begin
  if(i_lsu_addr[31:16]==16'h0000) begin
      o_ld_data = ins_loadunit_o_data;
  end
  else if(i_lsu_addr[31:16]==16'h1001) begin
      o_ld_data = i_io_sw;
  end
  else begin
      o_ld_data = 32'h0000_0000;    
  end
 end
always @(posedge i_clk) begin
 if(i_lsu_wren == 1 && i_lsu_addr[31:16==16'b0]) begin
	  if(ins_storeunit_o_mask_1[0]==0) begin
	      mem[i_lsu_addr[8:0]][7:0] <= ins_storeunit_o_data_1[7:0];  
	  end
	  if(ins_storeunit_o_mask_1[1]==0) begin
	      mem[i_lsu_addr[8:0]][15:8] <= ins_storeunit_o_data_1[15:8];  
	  end
	  if(ins_storeunit_o_mask_1[2]==0) begin
	      mem[i_lsu_addr[8:0]][23:16] <= ins_storeunit_o_data_1[23:16];  
	  end
	  if(ins_storeunit_o_mask_1[3]==0) begin
	      mem[i_lsu_addr[8:0]][31:24] <= ins_storeunit_o_data_1[31:24];  
	  end
 end
 else if (i_lsu_wren==1 && i_lsu_addr[31:16]==16'h1000) begin
  if(i_lsu_addr[15:12]==4'h0) begin
      o_io_ledr <= ins_storeunit_o_data_1;
  end
  else if(i_lsu_addr[15:12]==4'h1) begin
      o_io_ledg <= ins_storeunit_o_data_1;
  end
  else if(i_lsu_addr[15:12]==4'h4) begin
      o_io_lcd <= ins_storeunit_o_data_1;
  end
  else if(i_lsu_addr[15:12]==4'h1) begin
   if(ins_storeunit_o_mask_1[0]==0) begin
	    o_io_hex0 <= ins_storeunit_o_data_1[6:0];
	end
	if(ins_storeunit_o_mask_1[1]==0) begin
	    o_io_hex1 <= ins_storeunit_o_data_1[14:8];
	end
	if(ins_storeunit_o_mask_1[2]==0) begin
	    o_io_hex2 <= ins_storeunit_o_data_1[22:16];
	end
	if(ins_storeunit_o_mask_1[3]==0) begin
	    o_io_hex3 <= ins_storeunit_o_data_1[30:24];
	end
  end
  else if(i_lsu_addr[15:12]==4'h5) begin
   if(ins_storeunit_o_mask_1[0]==0) begin
	    o_io_hex4 <= ins_storeunit_o_data_1[6:0];
	end
	if(ins_storeunit_o_mask_1[1]==0) begin
	    o_io_hex5 <= ins_storeunit_o_data_1[14:8];
	end
	if(ins_storeunit_o_mask_1[2]==0) begin
	    o_io_hex6 <= ins_storeunit_o_data_1[22:16];
	end
	if(ins_storeunit_o_mask_1[3]==0) begin
	    o_io_hex7 <= ins_storeunit_o_data_1[30:24];
	end
  end
 end
end
endmodule
module LoadUnit (i_data1, i_data2, i_funct3, i_lsu_addr, o_data);
 input [31:0] i_data1, i_data2;
 input [2:0] i_funct3;
 input [1:0] i_lsu_addr;
 output [31:0] o_data;
 reg [31:0] o_data_r;
 localparam LB = 3'b000;
 localparam LH = 3'b001;
 localparam LW = 3'b010;
 localparam LBU = 3'b100;
 localparam LHU = 3'b101;
 assign o_data = o_data_r;
 always @(*) begin
   case (i_funct3)
    LB: begin
	  if(i_lsu_addr[1:0] == 2'b00) begin
	      o_data_r[7:0] = i_data1[7:0];
			o_data_r[31:8] = i_data1[7];
     end
	  else if(i_lsu_addr[1:0] == 2'b01) begin
	      o_data_r[7:0] = i_data1[15:8];  
		   o_data_r[31:8] = i_data1[15];	
     end	
	  else if(i_lsu_addr[1:0] == 2'b10) begin
	      o_data_r[7:0] = i_data1[23:16];
         o_data_r[31:8] = i_data1[23];			
     end	
	  else  begin
	      o_data_r[7:0] = i_data1[31:24];
			o_data_r[31:8] = i_data1[31];
	  end
	 end
	 LH: begin
	  if(i_lsu_addr[1:0] == 2'b00) begin
	      o_data_r[15:0] = i_data1[15:0];
			o_data_r[31:16] = i_data1[15];
	  end
	  else if(i_lsu_addr[1:0] == 2'b01) begin
	      o_data_r[15:0] = i_data1[23:8];
			o_data_r[31:16] = i_data1[23];
	  end
	  else if(i_lsu_addr[1:0] == 2'b10) begin
	      o_data_r[15:0] = i_data1[31:16];
			o_data_r[31:16] = i_data1[31];
	  end
	  else begin
	      o_data_r[7:0] = i_data1[31:24];
			o_data_r[15:8] = i_data2[7:0];
			o_data_r[31:16] = i_data2[7];
	  end
	 end
	 LW: begin
	  if(i_lsu_addr[1:0] == 2'b00) begin
	      o_data_r = i_data1;
	  end
	  else if(i_lsu_addr[1:0] == 2'b01) begin
	      o_data_r[23:0] = i_data1[31:8];
			o_data_r[31:24] = i_data2[7:0];
	  end
	  else if(i_lsu_addr[1:0] == 2'b10) begin
	      o_data_r[15:0] = i_data1[31:16];
			o_data_r[31:16] = i_data2[15:0];
	  end
	  else begin
	      o_data_r[7:0] = i_data1[31:24];
			o_data_r[31:8] = i_data2[23:0];
	  end
	 end
	 LBU:begin
	  if(i_lsu_addr[1:0] == 2'b00) begin
	      o_data_r[7:0] = i_data1[7:0];
			o_data_r[31:8] = 0;
     end
	  else if(i_lsu_addr[1:0] == 2'b01) begin
	      o_data_r[7:0] = i_data1[15:8];  
		   o_data_r[31:8] = 0;	
     end	
	  else if(i_lsu_addr[1:0] == 2'b10) begin
	      o_data_r[7:0] = i_data1[23:16];
         o_data_r[31:8] = 0;			
     end	
	  else  begin
	      o_data_r[7:0] = i_data1[31:24];
			o_data_r[31:8] = 0;
	  end
	 end
	 LHU: begin
	  if(i_lsu_addr[1:0] == 2'b00) begin
	      o_data_r[15:0] = i_data1[15:0];
			o_data_r[31:16] = 0;
	  end
	  else if(i_lsu_addr[1:0] == 2'b01) begin
	      o_data_r[15:0] = i_data1[23:8];
			o_data_r[31:16] = 0;
	  end
	  else if(i_lsu_addr[1:0] == 2'b10) begin
	      o_data_r[15:0] = i_data1[31:16];
			o_data_r[31:16] = 0;
	  end
	  else begin
	      o_data_r[7:0] = i_data1[31:24];
			o_data_r[15:8] = i_data2[7:0];
			o_data_r[31:16] = 0;
	  end
	 end
   default: begin
       o_data_r = 0;
   end
   endcase
 end
endmodule
module StoreUnit (i_clk, i_funct3, i_lsu_addr, i_data, o_data_1, o_mask_1, o_trap);
 input i_clk;
 input [2:0] i_funct3;
 input [1:0] i_lsu_addr;
 input [31:0] i_data;
 output [31:0] o_data_1;
 output [3:0] o_mask_1;
 output reg o_trap;
 reg [31:0] o_data_1_r;
 reg [3:0] o_mask_1_r;
 localparam SB = 3'b000;
 localparam SH = 3'b001;
 localparam SW = 3'b010;
 assign o_data_1 = o_data_1_r;
 assign o_mask_1 = o_mask_1_r;
 always @(posedge i_clk) begin
  case (i_funct3)
   SB: begin
	 if(i_lsu_addr == 2'b00) begin
	     o_mask_1_r <= 4'b1110;
		  o_data_1_r <= {24'b0, i_data[7:0]};	  
	 end
	 else if(i_lsu_addr == 2'b01) begin
	     o_mask_1_r <= 4'b1101;
		  o_data_1_r <= {16'b0, i_data[7:0], 8'b0};
	 end
	 else if(i_lsu_addr == 2'b10) begin
	     o_mask_1_r <= 4'b1011;
		  o_data_1_r <= {8'b0, i_data[7:0], 16'b0};
	 end
	 else begin
	     o_mask_1_r <= 4'b0111;
		  o_data_1_r <= {i_data[7:0], 24'b0};
	 end
	end
	SH: begin
	 if(i_lsu_addr == 2'b00) begin
	     o_mask_1_r <= 4'b1100;
		  o_data_1_r <= {16'b0, i_data[15:0]};
	 end
	 else if(i_lsu_addr == 2'b10) begin
	     o_mask_1_r <= 4'b0011;
		  o_data_1_r <= {i_data[15:0], 16'b0};
	 end
	 else begin
	   o_trap <= 1;
	 end
	end
	SW: begin
	 if(i_lsu_addr == 2'b00) begin
	     o_mask_1_r <= 4'b0000;
		  o_data_1_r <= i_data;
	 end
	 else begin
	    o_trap = 1;
	 end
	end
	default:begin
	    o_mask_1_r <= 4'b0000;
		 o_data_1_r <= 0;
	end
  endcase
 end
endmodule
### /design/flow/run.sh
#!/bin/bash
# OpenROAD 26Q1-2900-gdf79404cd8, Yosys 0.63+post, stock flow scripts
make -C /OpenROAD-flow-scripts/flow DESIGN_CONFIG=/design/flow/config.mk WORK_HOME=/design/flow/orfs finish
### /design/flow/config.mk
export PLATFORM = sky130hd
export DESIGN_NAME = LSU
export DESIGN_NICKNAME = LSU
export VERILOG_FILES = /design/flow/design.v
export SDC_FILE = /design/flow/constraint.sdc
export NUM_CORES = 4
export LEC_CHECK = 1
export CORE_UTILIZATION = 50
export SYNTH_MEMORY_MAX_BITS = 65536
### /design/flow/constraint.sdc
current_design LSU

set clk_period 802.0
set clk_io_pct 0.2

create_clock -name clk0 -period $clk_period [get_ports {i_clk}]

set non_clock_inputs [all_inputs -no_clocks]
set_input_delay [expr $clk_period * $clk_io_pct] -clock clk0 $non_clock_inputs
set_output_delay [expr $clk_period * $clk_io_pct] -clock clk0 [all_outputs]
==> flow_metrics.tcl <==
# implementation run metrics
set metrics [dict create \
    status "complete, but fails checks" \
    violations "antenna rules, capacitance limit, slew limit" \
    p_clk_frac 0.412 \
    reg2reg_from "ins_storeunit.o_data_1_r[14]" \
    hold_start "ins_storeunit.o_data_1_r[5]" \
    std_cell_rows 447 \
    grt_use_total 0.5399 \
    tritoncts "yes" \
    io_pins 286 \
    fin_crit_sh 0.4148 \
    r2r_cells 7 \
    sequentialPowerShare 0.486 \
    holdPathStages 0 \
    power_switching_mw 0.4988 \
    crit_required_ns 641.60 \
    ant_nets 1 \
    setup_tns_ns 0 \
    worst_slew_pin_slew_ns 1.818 \
    dpl.hpwl_um 2582000 \
    cts_root_buffer "clkbuf_16" \
    ys_cells 37630 \
    p_per_area_mw_per_mm2 2.335 \
    worstSetupEndpointType "output port" \
    n_fill_cell 108000 \
    syn2layout_area_growth_pct 14.58 \
    die_w_um 1221 \
    hold_class "reg2reg" \
    grt_max_degree 145 \
    cts_setup_buffers 0 \
    synth.yosys.seq_area_share 0.6687 \
    placed_cell_area_mm2 0.7907 \
    criticalPathCategory "in2out" \
    synth_cell_type_count 91 \
    drive_gt1_frac 0.3533 \
    core_area_mm2 1.482 \
    vias 449200 \
    antenna_found_initial 742 \
    met3_length_um 812500 \
    maxSlewViolCount 39 \
    place.gp.congestion 1.110 \
    logic_area_mm2 0.2312 \
    firstDrtPassIters 6 \
    async_flop_share 0 \
    drc_errors 0 \
    overflow 0 \
    fin_area_mm2 0.8513 \
    clock_latency_ns 1.52 \
    arrival_ns 172.24 \
    grt_pass1_wl_um 4545000 \
    clock_tree.buffer_depth 6 \
    largest_area_cell "edfxtp_1" \
    holdPathEnd "o_io_ledr[5]" \
    cts_sinks 16540 \
    ys.flop_type "edfxtp_1" \
    die-area_mm2 1.491 \
    slew_headroom -0.2151 \
    cts_hold_buf 0 \
    rrSetupSlack_ns 796.85 \
    wl_per_cell_um 55.08 \
    fp_util 0.5015 \
    dr_wl_met2_um 1414000 \
    drtIter0Drc 38630 \
    hold_viol_final 0 \
    netlist.area_leader.share 0.6687 \
    min_period_ns 332.64 \
    ys_area_mm2 0.7430 \
    ir_drop_v 0.000003029 \
    total_leakage_power_nw 296.2 \
    crit_fanout 43 \
    die_h_um 1221 \
    synth_top_cell_by_count "edfxtp_1" \
    via_per_inst 7.013 \
    wl_um 3527000 \
    maxCapViolCount 9 \
    crit_path_start_kind "input pin" \
    ys_warn_count 12 \
    synthTopCellsByCount "16,540 x edfxtp_1, 7,599 x mux4_2, 3,330 x nand2_1" \
    fin_util 0.5746 \
    ys_seq_elements 16540 \
    place.port_buffers 256 \
    comb_power_share 0.102 \
    setup_viol 0 \
    regArea_mm2 0.4968 \
    grt_pass1_vias 475000 \
    internal_power_mw 1.488 \
    cts.reportedPaths.clkPinSlew_ns 0.06 \
    cts_resized 0 \
    fin_ws_ns 469.36 \
    htree_num_levels 7 \
    p_sw_frac 0.2510 \
    numCtsBuffers 1821 \
    wl_met1_um 869900 \
    syn_inst 37630 \
    fin_hold_ws_ns 0.5535 \
    reg2reg_to "mem[313][14]" \
    clock_skew_ns 0.1379 \
    dp_worst_setup_slack_ns 469.80 \
    grt_setup_unrepaired "false" \
    edf_count 16540 \
    syn_area_per_cell_um2 19.74 \
    area_leaders "edfxtp_1 67%, mux4_2 23%, nand2_1 1.7%, mux2i_1 1.3%, nor2_1 0.79%" \
    warnings 104 \
    timing.fmax_mhz 3.006 \
    netlist_area_mm2 0.7430 \
    top_layer_used "met5" \
]
==> critical path, cell delays in order <==
cell and delay (ns):
buf_16 0.28, buf_4 0.44, inv_8 0.29, ha_4 0.78, buf_4 0.74, buf_4 0.60, buf_4 0.74, buf_4 0.66
buf_4 0.58, buf_4 0.67, mux4_2 0.33, nand2_1 0.06, nand3_1 0.22, nand4_1 0.55, nand4_1 0.81, nand4_1 1.41
buf_4 0.72, a221oi_1 0.34, a21oi_1 0.26, o21ai_0 0.33, clkdlybuf4s50_1 0.51
==> cell usage in the layout (no fill, tap or decap), types with 58 or more instances in the layout <==
cell type and instances:
a22o_1 62, mux4_2 7599, a32oi_1 376, mux2i_1 975, a22oi_1 278, clkbuf_1 337
o21ai_0 150, clkdlybuf4s50_1 247, nand3_1 929, clkinv_2 348, clkinv_1 458, edfxtp_1 16540
buf_4 4470, buf_12 84, and3_1 58, nor2_1 1468, conb_1 152, nand2_2 70
diode_2 1497, a221oi_1 92, nand2_1 3229, bufinv_16 166, clkbuf_16 1844, o22ai_1 198
a21oi_1 289, nor2_4 69, nand4_1 363, a31oi_1 149, nor3_1 791
==> flip-flops by register name, summed over array words and instances (netlist names) <==
signal,count
ins_storeunit.o_data_1_r,32
ins_storeunit.o_mask_1_r,4
mem,16384
o_io_hex4,7
o_io_hex5,7
o_io_hex6,7
o_io_hex7,7
o_io_lcd,32
o_io_ledg,32
o_io_ledr,32
==> through the flow <==
step	std cells	power [mW]
global route	63480	2.020
floorplan	37780	1.090
finish	64050	1.987
global placement	59300	1.175
detailed placement	59300	1.176
CTS	62550	1.981
==> power by group through the flow <==
stage	Combinational (mW)	Clock, mW	Sequential [mW]
6_report	0.202	0.820	0.965
5_1_grt	0.203	0.852	0.965
4_1_cts	0.193	0.822	0.965
==> layer usage <==
| metal | global-route usage | vias to the layer above |
|---|---|---|
| met4 | 0.4278 | 774 |
| li1 | - | 169400 |
| met3 | 0.5221 | 9163 |
| met5 | 0.3071 | - |
| met2 | 0.6296 | 41010 |
| met1 | 0.5390 | 228800 |
==> final cells by class <==
| cell class | instances | share of cell area |
|---|---|---|
| sequential | 16540 | 0.5836 |
| multi-input combinational | 18170 | 0.2716 |
| clock buffer | 2181 | 0.05569 |
| timing repair buffer | 4809 | 0.04446 |
| tap | 19760 | 0.02904 |
| clock inverter | 1067 | 0.01102 |
| antenna | 1497 | 0.004401 |
| inverter | 22 | 0.0001426 |
==> kinds of logic after synthesis <==
kind of cell / after synthesis / share of synthesized area
AOI/OAI and AO/OA: 2040 / 0.01991
xor gates and xnor gates: 8 / 0.00009430
adders and majority gates: 7 / 0.0001179
buffers and inverters: 3070 / 0.02422
DFF: 16540 / 0.6687
muxes: 8645 / 0.2445
other: 1 / 0.000005047
and+or+nand+nor: 7317 / 0.04243
==> worst max-delay path by stage <==
stage | startpoint | to | slack, ns | cells past startpoint
final | i_lsu_addr[0] | o_ld_data[9] | 469.36 | 21
after global routing | i_lsu_addr[1] | o_ld_data[8] | 469.24 | 25
after CTS | i_lsu_addr[1] | o_ld_data[2] | 469.75 | 22
Power is estimated from default activity; no workload was simulated.
