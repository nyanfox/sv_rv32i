[design/flow/constraint.sdc]
current_design ALU

set clk_period 14.7
set clk_io_pct 0.2

create_clock -name clk0 -period $clk_period

set non_clock_inputs [all_inputs -no_clocks]
set_input_delay [expr $clk_period * $clk_io_pct] -clock clk0 $non_clock_inputs
set_output_delay [expr $clk_period * $clk_io_pct] -clock clk0 [all_outputs]
[design/flow/design.v]
module ALU (i_op_a, i_op_b, i_alu_op, o_alu_data);
 input [31:0] i_op_a, i_op_b;
 input [3:0] i_alu_op;
 output [31:0] o_alu_data;
 reg [31:0] o_alu_data_r;
 localparam ADD = 4'b0000;
 localparam SUB = 4'b0001;
 localparam SLT = 4'b0010;
 localparam SLTU = 4'b0011;
 localparam XOR = 4'b0100;
 localparam OR = 4'b0101;
 localparam AND = 4'b0110;
 localparam SLL = 4'b0111;
 localparam SRL = 4'b1000;
 localparam SRA = 4'b1001;
 wire ins_compa_sign_o_lt;
 wire ins_compa_unsign_o_gt, ins_compa_unsign_o_eq, ins_compa_unsign_o_lt; 
 wire ins_cla_o_cout, ins_sub_o_cout;
 wire [31:0] ins_cla_o_sum, ins_sub_o_sum;
 wire [31:0] ins_shift_left_o_data;
 wire [31:0] ins_shift_right_o_data;
 wire [31:0] ins_shift_right_anri_o_data;
 assign o_alu_data = o_alu_data_r;
 CLA32bit ins_cla (.i_a(i_op_a), .i_b(i_op_b), .i_cin(0), .o_sum(ins_cla_o_sum), .o_cout(ins_cla_o_cout));
 SUB32bit ins_sub (.i_a(i_op_a), .i_b(i_op_b), .i_cin(0), .o_sum(ins_sub_o_sum), .o_cout(ins_sub_o_cout));
 Compa32bitUnsign ins_compa_unsign (.i_a(i_op_a), .i_b(i_op_b), .o_gt(ins_compa_unsign_o_gt), .o_eq(ins_compa_unsign_o_eq), .o_lt(ins_compa_unsign_o_lt));
 Compa32bitSign ins_compa_sign (.i_a(i_op_a), .i_b(i_op_b), .o_lt(ins_compa_sign_o_lt));
 ShiftLeftLogical ins_shift_left_logical (.i_a(i_op_a), .i_b(i_op_b[4:0]), .o_data(ins_shift_left_o_data));
 ShiftRightLogical ins_shift_right_logical (.i_a(i_op_a), .i_b(i_op_b[4:0]), .o_data(ins_shift_right_o_data));
 ShiftRightAnri ins_shift_right_anri (.i_a(i_op_a), .i_b(i_op_b[4:0]), .o_data(ins_shift_right_anri_o_data));
 always @(*) begin
  case (i_alu_op)
   ADD: begin
	    o_alu_data_r <= ins_cla_o_sum;
	end
	SUB: begin
	    o_alu_data_r <= ins_sub_o_sum;
	end
	SLT:begin
	    o_alu_data_r <= ins_compa_unsign_o_lt;
	end
	SLTU: begin
	    o_alu_data_r <= ins_compa_sign_o_lt;
	end
	XOR: begin
	    o_alu_data_r <= i_op_a ^ i_op_b;
	end
	OR: begin
	    o_alu_data_r <= i_op_a | i_op_b;
	end
   AND: begin
	    o_alu_data_r <= i_op_a & i_op_b;
	end
	SLL: begin
	    o_alu_data_r <= ins_shift_left_o_data;
	end
	SRL:begin
	    o_alu_data_r <= ins_shift_right_o_data;
	end
   SRA:begin
	    o_alu_data_r <= ins_shift_right_anri_o_data;
	end
	default:begin
	    o_alu_data_r <= 0;
	end
  endcase
 end
endmodule
module CLA32bit (i_a, i_b, i_cin, o_sum, o_cout);
 input i_cin;
 input [31:0] i_a, i_b;
 output [31:0] o_sum;
 output o_cout;
 wire ins_cla0_O_cout, ins_cla1_O_cout, ins_cla2_O_cout, ins_cla3_O_cout;
 wire ins_cla4_O_cout, ins_cla5_O_cout, ins_cla6_O_cout;
 CLA4bit ins_cla0 (.i_a(i_a[3:0]), .i_b(i_b[3:0]), .i_cin(i_cin), .o_sum(o_sum[3:0]), .o_cout(ins_cla0_O_cout));
 CLA4bit ins_cla1 (.i_a(i_a[7:4]), .i_b(i_b[7:4]), .i_cin(ins_cla0_O_cout), .o_sum(o_sum[7:4]), .o_cout(ins_cla1_O_cout));
 CLA4bit ins_cla2 (.i_a(i_a[11:8]), .i_b(i_b[11:8]), .i_cin(ins_cla1_O_cout), .o_sum(o_sum[11:8]), .o_cout(ins_cla2_O_cout));
 CLA4bit ins_cla3 (.i_a(i_a[15:12]), .i_b(i_b[15:12]), .i_cin(ins_cla2_O_cout), .o_sum(o_sum[15:12]), .o_cout(ins_cla3_O_cout));
 CLA4bit ins_cla4 (.i_a(i_a[19:16]), .i_b(i_b[19:16]), .i_cin(ins_cla3_O_cout), .o_sum(o_sum[19:16]), .o_cout(ins_cla4_O_cout));
 CLA4bit ins_cla5 (.i_a(i_a[23:20]), .i_b(i_b[23:20]), .i_cin(ins_cla4_O_cout), .o_sum(o_sum[23:20]), .o_cout(ins_cla5_O_cout));
 CLA4bit ins_cla6 (.i_a(i_a[27:24]), .i_b(i_b[27:24]), .i_cin(ins_cla5_O_cout), .o_sum(o_sum[27:24]), .o_cout(ins_cla6_O_cout));
 CLA4bit ins_cla7 (.i_a(i_a[31:28]), .i_b(i_b[31:28]), .i_cin(ins_cla6_O_cout), .o_sum(o_sum[31:28]), .o_cout(o_cout));
endmodule
module CLA4bit (i_a, i_b, i_cin, o_sum, o_cout);
 input i_cin;
 input [3:0] i_a, i_b;
 output o_cout;
 output [3:0] o_sum;
 wire [3:0] p, g;
 wire [3:1] c;
 assign p = i_a ^ i_b;
 assign g = i_a & i_b;
 assign c[1] = g[0] | (p[0] & i_cin);
 assign c[2] = g[1] | (p[1] & g[0]) | (p[1] & p[0] & i_cin);
 assign c[3] = g[2] | (p[2] & g[1]) | (p[2] & p[1] & g[0]) | (p[2] & p[1] & p[0] & i_cin);
 assign o_cout = g[3] | (p[3] & c[3]);
 assign o_sum = p ^ {c[3:1], i_cin};
endmodule
module Compa32bitSign (i_a,i_b, o_lt, o_eq);
 input [31:0] i_a, i_b;
 output o_lt, o_eq;
 wire ins_compa1_gt, ins_compa1_eq, ins_compa1_lt;
 assign o_eq = (~i_a[31] & ~i_b[31] & ins_compa1_eq) | (i_a[31] & i_b[31] & ins_compa1_eq);
 assign o_lt = (i_a[31] & ~i_b[31]) | (i_a[31] & i_b[31] & ins_compa1_lt) | (~i_a[31] & ~i_b[31] & ins_compa1_lt);
 Compa32bitUnsign ins_compa1 (.i_a(i_a), .i_b(i_b), .o_gt(ins_compa1_gt), .o_eq(ins_compa1_eq), .o_lt(ins_compa1_lt));
endmodule
module Compa32bitUnsign(i_a, i_b, o_gt, o_eq, o_lt);
 input [31:0] i_a, i_b;
 output o_lt, o_eq, o_gt;
 wire lt0, lt1, lt2, lt3, lt4, lt5, lt6;
 wire gt0, gt1, gt2, gt3, gt4, gt5, gt6;
 wire eq0, eq1, eq2, eq3, eq4, eq5, eq6;
 Comapa4bitUnsign ins_compa_0 (.i_a(i_a[3:0]), .i_b(i_b[3:0]), .i_gt(0), .i_eq(1), .i_lt(0), .o_gt(gt0), .o_eq(eq0), .o_lt(lt0));
 Comapa4bitUnsign ins_compa_1 (.i_a(i_a[7:4]), .i_b(i_b[7:4]), .i_gt(gt0), .i_eq(eq0), .i_lt(lt0), .o_gt(gt1), .o_eq(eq1), .o_lt(lt1));
 Comapa4bitUnsign ins_compa_2 (.i_a(i_a[11:8]), .i_b(i_b[11:8]), .i_gt(gt1), .i_eq(eq1), .i_lt(lt1), .o_gt(gt2), .o_eq(eq2), .o_lt(lt2));
 Comapa4bitUnsign ins_compa_3 (.i_a(i_a[15:12]), .i_b(i_b[15:12]), .i_gt(gt2), .i_eq(eq2), .i_lt(lt2), .o_gt(gt3), .o_eq(eq3), .o_lt(lt3));
 Comapa4bitUnsign ins_compa_4 (.i_a(i_a[19:16]), .i_b(i_b[19:16]), .i_gt(gt3), .i_eq(eq3), .i_lt(lt3), .o_gt(gt4), .o_eq(eq4), .o_lt(lt4));
 Comapa4bitUnsign ins_compa_5 (.i_a(i_a[23:20]), .i_b(i_b[23:20]), .i_gt(gt4), .i_eq(eq4), .i_lt(lt4), .o_gt(gt5), .o_eq(eq5), .o_lt(lt5));
 Comapa4bitUnsign ins_compa_6 (.i_a(i_a[27:24]), .i_b(i_b[27:24]), .i_gt(gt5), .i_eq(eq5), .i_lt(lt5), .o_gt(gt6), .o_eq(eq6), .o_lt(lt6));
 Comapa4bitUnsign ins_compa_7 (.i_a(i_a[31:28]), .i_b(i_b[31:28]), .i_gt(gt6), .i_eq(eq6), .i_lt(lt6), .o_gt(o_gt), .o_eq(o_eq), .o_lt(o_lt));
endmodule
module Comapa4bitUnsign(i_a, i_b, i_gt, i_eq, i_lt, o_gt, o_eq, o_lt);
 input [3:0] i_a, i_b;
 input i_gt, i_eq, i_lt;
 output o_gt, o_eq, o_lt;
 wire gt0, gt1, gt2, gt3, gt4, gt5;
 wire lt0, lt1, lt2, lt3, lt4, lt5;
 wire bl0, bl1, bl2, bl3;
 wire not_i0, not_i1, not_i2, not_i3;
 assign not_i0 = ~(i_a[0] & i_b[0]);
 assign not_i1 = ~(i_a[1] & i_b[1]);
 assign not_i2 = ~(i_a[2] & i_b[2]);
 assign not_i3 = ~(i_a[3] & i_b[3]);
 assign bl0 = ~((not_i0 & i_a[0]) | (not_i0 & i_b[0]));
 assign bl1 = ~((not_i1 & i_a[1]) | (not_i1 & i_b[1]));
 assign bl2 = ~((not_i2 & i_a[2]) | (not_i2 & i_b[2]));
 assign bl3 = ~((not_i3 & i_a[3]) | (not_i3 & i_b[3]));
 assign gt0 = ~(i_b[3] & not_i3);
 assign gt1 = ~(i_b[2] & not_i2 & bl3);
 assign gt2 = ~(i_b[1] & not_i1 & bl3 & bl2);
 assign gt3 = ~(i_b[0] & not_i0 & bl3 & bl2 & bl1);
 assign gt4 = ~(bl3 & bl2 & bl1 & bl0 & i_lt); 
 assign gt5 = ~(bl3 & bl2 & bl1 & bl0 & i_eq);
 assign o_gt = (gt0 & gt1 & gt2 & gt3 & gt4 & gt5);
 assign o_eq = bl3 & bl2 & bl1 & bl0 & i_eq;
 assign lt0 = ~(i_eq & bl0 & bl1 & bl2 & bl3);
 assign lt1 = ~(i_gt & bl0 & bl2 & bl1 & bl3);
 assign lt2 = ~(bl1 & bl2 & bl3 & not_i0 & i_a[0]);
 assign lt3 = ~(bl2 & bl3 & not_i1 & i_a[1]);
 assign lt4 = ~(bl3 & not_i2 & i_a[2]);
 assign lt5 = ~(i_a[3] & not_i3);
 assign o_lt = lt0 & lt1 & lt2 & lt3 & lt4 & lt5;
endmodule
module  SUB32bit (i_a, i_b, i_cin, o_sum, o_cout);
 input i_cin;
 input [31:0] i_a, i_b;
 output [31:0] o_sum;
 output o_cout;
 wire [31:0] i_b_not;
 wire [31:0] ins_cla_1_o_sum;
 wire ins_cla_1_o_cout;
 assign i_b_not = ~i_b;
 CLA32bit ins_cla_1 (.i_a(i_b_not), .i_b(1), .i_cin(0), .o_sum(ins_cla_1_o_sum), .o_cout(ins_cla_1_o_cout));
 CLA32bit ins_cla_2 (.i_a(i_a), .i_b(ins_cla_1_o_sum), .i_cin(0), .o_sum(o_sum), .o_cout(o_cout));
endmodule
module ShiftLeftLogical (i_a, i_b, o_data);
 input [31:0] i_a;
 input [4:0] i_b;
 output [31:0] o_data;
 wire [31:0] stage0, stage1, stage2, stage3;
 assign stage0 = i_b[0] ? {i_a[30:0], 1'b0} : i_a;
 assign stage1 = i_b[1] ? {i_a[29:0], 2'b0} : stage0;
 assign stage2 = i_b[2] ? {i_a[27:0], 4'b0} : stage1;
 assign stage3 = i_b[3] ? {i_a[23:0], 8'b0} : stage2;
 assign o_data = i_b[4] ? {i_a[15:0], 16'b0} : stage3;
endmodule
module ShiftRightAnri (i_a, i_b, o_data);
 input [31:0] i_a;
 input [4:0] i_b;
 output [31:0] o_data;
 wire [31:0] stage0, stage1, stage2, stage3;
 wire sign = i_a[31]; 
 assign stage0 = i_b[0] ? {sign, i_a[31:1]} : i_a;
 assign stage1 = i_b[1] ? {{2{sign}}, stage0[31:2]} : stage0;
 assign stage2 = i_b[2] ? {{4{sign}}, stage1[31:4]} : stage1;
 assign stage3 = i_b[3] ? {{8{sign}}, stage2[31:8]} : stage2;
 assign o_data = i_b[4] ? {{16{sign}}, stage3[31:16]} : stage3;
endmodule
module ShiftRightLogical (i_a, i_b, o_data);
 input [31:0] i_a;
 input [4:0] i_b;
 output [31:0] o_data;
 wire [31:0] stage0, stage1, stage2, stage3;
 assign stage0 = i_b[0] ? ({1'b0, i_a[31:1]}) : i_a;
 assign stage1 = i_b[1] ? ({2'b00, stage0[31:2]}) : stage0;
 assign stage2 = i_b[2] ? ({4'b0000, stage1[31:4]}) : stage1;
 assign stage3 = i_b[3] ? ({8'b0, stage2[31:8]}) : stage2;
 assign o_data = i_b[4] ? ({16'b0, stage3[31:16]}) : stage3;
endmodule
[design/flow/run.sh]
#!/bin/bash
# OpenROAD 26Q1-2900-gdf79404cd8, Yosys 0.63+post, stock flow scripts
make -C /OpenROAD-flow-scripts/flow DESIGN_CONFIG=/design/flow/config.mk WORK_HOME=/design/flow/orfs finish
[design/flow/config.mk]
export PLATFORM = sky130hd
export DESIGN_NAME = ALU
export DESIGN_NICKNAME = ALU
export VERILOG_FILES = /design/flow/design.v
export SDC_FILE = /design/flow/constraint.sdc
export NUM_CORES = 4
export LEC_CHECK = 1
export CORE_UTILIZATION = 40
==> out/metrics.csv <==
metric;value;unit
fa+ha+maj area frac;25.45;%
Starting DRT DRC Count;1037;
max cap viols;0;
Via Count;9575;
synth warn;8;
WP data required;11.76;ns
Layout area overhead;15.62;%
Switch Pwr;0.1961;mW
syn avg cell area;7.477;µm²
Commonest Layout Cell;ha_1;
Die W;147.4;µm
largest net degree at the start of global routing;49;
dpl hpwl;28400;µm
Seq share, synth;0;%
mapped cell area;8457;µm²
DRT Pass-1 Iters;6;
CP Class;input port to output pin;
most used cell, CP;a21o_1;
FF/Latch Area;0;µm²
total gr overflow;0;
count of final hold-check violations;0;
Max-slew headroom;42.48;%
routability congestion estimate;1.026;
clock share of power;0;%
Worst IR Drop VDD;0.01735;mV
All-Layer GR Usage;35.29;%
Crit-path slowest cell;clkdlybuf4s50_1;
ANT cells;0;
total placed cells including tap cells;1471;
worst slack, placed;-0.04583;ns
utilization after layout;47.71;%
synth unique cells;77;
Die Area;21730;µm²
mux cell area share after synthesis;13.73;%
Top Layout Cells;123 x ha_1, 102 x nand2_1, 99 x inv_1, 95 x clkdlybuf4s50_1, 81 x a21oi_1;
CP max FO;4;
seq_cells;0;
WHS;6.919;ns
internal power;0.1477;mW
slowest stage delay, CP;0.47;ns
setup ws final;0.2957;ns
sequential share of power;0;%
final worst path period share;97.99;%
Power Dens Cells;35.17;nW/µm²
final setup vio count;0;
residual DRC count;0;
tool warnings;86;
xor+xnor area frac;3.935;%
Max Fclk;69.42;MHz
yosys stat cell total;1131;
vias in the first global route;8995;
status;complete, no violations;
io pins;100;
Slew Viols, Final;0;
share of layout cells above drive strength 1;9.567;%
HP Class;input port to output pin;
Largest logic family;AND-OR/OR-AND gates;
first-pass GRT wire length;56240;µm
Routed WL per cell;25.44;µm
Core Area;20490;µm²
Port-buffer cells;100;
switching share of power;57.03;%
post-DR vias/cell;6.505;
initial antenna violation count;0;
leak pwr;4.329;nW
Critical Path AT;11.46;ns
Synth Instances;1131;
Yosys Chip Area;8457;µm²
Post-DRT Antenna Nets;0;
clk_buf instances;0;
combinational share of power;100.0;%
Compound Share, Synth;31.41;%
Non-Filler Instances;1472;
Simple-Gate Area Share;15.14;%
element type at the critical path end;output pin;
Worst setup SP type;input port;
WL final;37440;µm
Die Height;147.4;µm
minimum clock period;14.40;ns
fp util;41.26;%
worst-margin pin slew;0.8610;ns
FP Rows;52;
==> what timing repair did <==
action                                  in CTS  in global routing
endpoints found under the setup margin       2                  4
pin swaps                                    1                  2
setup buffers                                0                  1
gates resized                                2                 10
gates cloned                                 0                  0
hold buffers                                 0                  0
==> final timing paths <==
path                      start             end  slack (ns)  cells past startpoint
worst max-delay path  i_op_b[0]  o_alu_data[28]        0.30                     39
worst min-delay path  i_op_b[3]  o_alu_data[28]        6.92                      6
==> worst max-delay path: cells and delay by family <==
family / cells / cell delay (ns)
compound gates: 25 / 4.39
fa+ha+maj: 10 / 3.40
buf+inv: 4 / 0.70
==> final cells by class <==
class              instances  area (µm²)
fillers                 2082       10720
inverters                101       379.1
repair buffers           161        1439
multi-input cells        940        7622
well taps                270       337.8
==> power by group through the flow <==
stage / Sequential (mW) / Clock, mW / Combinational, mW
CTS: 0 / 0 / 0.336
global route: 0 / 0 / 0.372
finish: 0 / 0 / 0.344
==> through the flow <==
step | TNS [ns] | power [mW] | instance area, µm²
6_report | 0 | 0.3439 | 9778
5_1_grt | -0.01986 | 0.3721 | 9778
4_1_cts | 0 | 0.3355 | 9739
3_5_place_dp | -0.04583 | 0.3328 | 9731
3_3_place_gp | 0 | 0.3338 | 9731
2_1_floorplan | 0 | 0.2047 | 8457
==> routing by layer <==
layer | GRT usage (%) | wire length [µm] | vias to the layer above
li1 | - | - | 4331
met1 | 52.70 | 15850 | 4493
met2 | 49.36 | 15670 | 644
met3 | 7.717 | 4148 | 107
met4 | 15.31 | 1773 | 0
met5 | 0 | 0 | -
==> cells by family (layout without fill, tap and decap cells) <==
| kind of cell | Yosys count | count (layout) |
|---|---|---|
| buf+inv | 191 | 262 |
| mux | 81 | 81 |
| xor+xnor | 38 | 38 |
| simple gates | 272 | 272 |
| fa+ha+maj | 154 | 154 |
| compound gates | 395 | 395 |
==> synthesized netlist by cell type (11+ instances only) <==
cell	instances	area, µm²
a211oi_1	29	217.7
a31oi_1	11	68.82
ha_1	124	1551
xnor2_1	25	219.0
fa_1	30	600.6
o211ai_1	31	232.7
nand2_1	102	382.9
mux4_2	23	518.0
buf_4	14	105.1
nor2_1	75	281.5
nor3_1	14	70.07
o21ai_1	16	80.08
xor2_1	13	113.9
clkbuf_1	28	105.1
inv_1	99	371.6
a21oi_1	82	410.4
nand3_1	15	75.07
mux2i_1	47	470.5
nor2b_1	17	106.4
a221oi_1	21	183.9
buf_2	30	150.1
o22ai_1	21	131.4
o21ai_0	68	340.3
a21o_1	29	217.7
Power figures rest on the tool's default switching activity, not on a simulated workload.
